**design.v**
```verilog
module clk_divider #(parameter DIV=2)
    (input clk, input rst, output reg divided_clk);
wire [$clog2(DIV)-1:0] cnt;
initial begin
    divided_clk <= 0;
end
always@(posedge clk) begin
    divided_clk <= (cnt < DIV / 2) ? 1'b1 : 1'b0;
end
param_counter #(.STEP(1), .UPPER_BOUND(DIV))
        counter(.clk(clk),
                .rst(rst),
                .cnt(cnt));
endmodule
module debouncer (
    input clk, input clock_enable, input in_signal,
    output out_signal, output out_signal_enable
    );
    localparam UPPER_BOUND = 512;
    wire rst, tmp;
    wire synch;
    synchronizer synchronizer_inst(.d(in_signal), .clk(clk), .out(synch));
    reg out_signal_reg        = 0;
    reg out_signal_enable_reg = 0;
    wire [$clog2(UPPER_BOUND)-1:0] streak;
    param_counter #(.UPPER_BOUND(UPPER_BOUND))
        counter(.clk(clk), .rst(rst), .cnt(streak));
    assign out_signal_enable = out_signal_enable_reg;
    assign out_signal = out_signal_reg;
    assign tmp = (streak == UPPER_BOUND-1) && clock_enable;
    assign rst = synch ~^ out_signal_reg;
    always @(posedge clk) begin
        out_signal_enable_reg <= tmp & synch;
        if (tmp)
            out_signal_reg <= synch;
        else
            out_signal_reg <= out_signal_reg;
    end
endmodule
module fsm(
    input [15:0] dataIn,
    input R_I,
    input reset,
    input clk,
    output reg REG_ERROR,
    output [15:0] dataOut,
    output reg R_O
);
parameter S0 = 0,
          S1 = 1,
          S2 = 2,
          S3 = 3,
          S4 = 4,
          S5 = 5,
          S6 = 6;
reg [3:0] state;
reg [15:0] REG_IN, REG_RES;
reg [16:0] REG_TMP;
reg REG_SIGN;
integer i, j, point;
initial begin
    state     = S0;
    REG_ERROR = 0;
    REG_RES   = 0;
    REG_IN    = 0;
    REG_TMP   = 0;
    REG_SIGN  = 0;
    i         = 0;
    j         = 0;
    point     = 0;
    R_O       = 0;
end
always@(posedge clk) begin
    if (reset)
        state <= S0;
    else begin
        case(state)
            S0: begin
                R_O       <= 0;
                REG_IN    <= 0;
                REG_RES   <= 0;
                REG_TMP   <= 0;
                REG_SIGN  <= 0;
                REG_ERROR <= 0;
                state <= S1;
            end
            S1: begin
                if (R_I) begin
                    REG_IN <= dataIn;
                    state <= S2;
                end
            end
            S2: begin
                REG_SIGN = REG_IN[15];
                REG_TMP  <= REG_IN;
                if (REG_SIGN)
                    state <= S3;
                else
                    state <= S4;
            end
            S3: begin
                REG_TMP     = ~REG_TMP;
                REG_TMP[16] = 0;
                REG_TMP     = REG_TMP + 1;
                state <= S4;
            end
            S4: begin
                if (REG_TMP > 2048)
                    state <= S5;
                else
                    state <= S6;
            end
            S5: begin
                REG_ERROR <= 1;
                state <= S0;
            end
            S6: begin
                if (REG_IN == 0) begin
                    REG_RES <= 0;
                end
                else begin
                    for (i = 0; i < 11; i = i + 1) begin
                        if (REG_TMP[i] == 1)
                            point = i;
                        else
                            point = point;
                    end
                    REG_RES[15] <= REG_SIGN;
                    REG_RES[14:10] <= 15 + point;
                    case(point)
                        0:  for (j = 0; j < 0; j = j + 1)  REG_RES[9-j] <= REG_TMP[point-j-1];
                        1:  for (j = 0; j < 1; j = j + 1)  REG_RES[9-j] <= REG_TMP[point-j-1];
                        2:  for (j = 0; j < 2; j = j + 1)  REG_RES[9-j] <= REG_TMP[point-j-1];
                        3:  for (j = 0; j < 3; j = j + 1)  REG_RES[9-j] <= REG_TMP[point-j-1];
                        4:  for (j = 0; j < 4; j = j + 1)  REG_RES[9-j] <= REG_TMP[point-j-1];
                        5:  for (j = 0; j < 5; j = j + 1)  REG_RES[9-j] <= REG_TMP[point-j-1];
                        6:  for (j = 0; j < 6; j = j + 1)  REG_RES[9-j] <= REG_TMP[point-j-1];
                        7:  for (j = 0; j < 7; j = j + 1)  REG_RES[9-j] <= REG_TMP[point-j-1];
                        8:  for (j = 0; j < 8; j = j + 1)  REG_RES[9-j] <= REG_TMP[point-j-1];
                        9:  for (j = 0; j < 9; j = j + 1)  REG_RES[9-j] <= REG_TMP[point-j-1];
                        10: for (j = 0; j < 10; j = j + 1) REG_RES[9-j] <= REG_TMP[point-j-1];
                    endcase
                end
                R_O <= 1;
                state <= S0;
            end
        endcase
    end
end
assign dataOut = REG_RES;
endmodule
`timescale 1ns / 1ps
module param_counter #(
    parameter STEP = 1,
    parameter UPPER_BOUND = 65536)(
    input clk, input rst,
    output reg [$clog2(UPPER_BOUND)-1:0] cnt
    );
    initial 
        cnt <= 0;
    always@(posedge clk) begin
        if (rst)
            cnt <= 0;
        else
            cnt <= (cnt + STEP) % UPPER_BOUND;
    end
endmodule
`timescale 1ns / 1ps
module segment_controller(
    input clk,
    input [31:0] NUMB,
    input ERROR,
    input [7:0] MASK,
    output reg [7:0] anodes,
    output reg [7:0] cathodes
);
    wire [2:0] current_number_digit;    
    reg [3:0] current_digit;
    integer i;
    initial begin
        i             <= 0;
        anodes        <= 8'b11111111;
        current_digit <= 0;
        cathodes      <= 8'b11111111;
    end
    always@(current_number_digit) begin
        case(current_number_digit)
        3'b000: current_digit = NUMB[3:0];
        3'b001: current_digit = NUMB[7:4];
        3'b010: current_digit = NUMB[11:8];
        3'b011: current_digit = NUMB[15:12];
        3'b100: current_digit = NUMB[19:16];
        3'b101: current_digit = NUMB[23:20];
        3'b110: current_digit = NUMB[27:24];
        3'b111: current_digit = NUMB[31:28];
        endcase
    end
    always@(posedge clk) begin
        if (ERROR == 0) begin
            case(current_digit)
            4'h0: cathodes <= 8'b11000000;
            4'h1: cathodes <= 8'b11111001;
            4'h2: cathodes <= 8'b10100100;
            4'h3: cathodes <= 8'b10110000;
            4'h4: cathodes <= 8'b10011001;
            4'h5: cathodes <= 8'b10010010;
            4'h6: cathodes <= 8'b10000010;
            4'h7: cathodes <= 8'b11111000;
            4'h8: cathodes <= 8'b10000000;
            4'h9: cathodes <= 8'b10010000;
            4'ha: cathodes <= 8'b10001000;
            4'hb: cathodes <= 8'b10000011;
            4'hc: cathodes <= 8'b11000110;
            4'hd: cathodes <= 8'b10100001;
            4'he: cathodes <= 8'b10000110;
            4'hf: cathodes <= 8'b10001110;
            default: cathodes <= 8'b11111111;
            endcase
            i = current_number_digit;
            if ((MASK & (1 << i)) == 0) begin
                case(current_number_digit)
                4'h0: anodes <= 8'b11111110;
                4'h1: anodes <= 8'b11111101;
                4'h2: anodes <= 8'b11111011;
                4'h3: anodes <= 8'b11110111;
                4'h4: anodes <= 8'b11101111;
                4'h5: anodes <= 8'b11011111;
                4'h6: anodes <= 8'b10111111;
                4'h7: anodes <= 8'b01111111;
                default: anodes <= 8'b11111111;
                endcase
            end
            else
                anodes <= 8'b11111111;
        end  
        else begin
            if (current_number_digit <= 4) begin
                case(current_number_digit)
                0: cathodes <= 8'b11001101;  
                1: cathodes <= 8'b11000000;  
                2: cathodes <= 8'b11001101;  
                3: cathodes <= 8'b11001101;  
                4: cathodes <= 8'b10000110;  
                endcase
                case(current_number_digit)
                4'h0: anodes <= 8'b11111110;
                4'h1: anodes <= 8'b11111101;
                4'h2: anodes <= 8'b11111011;
                4'h3: anodes <= 8'b11110111;
                4'h4: anodes <= 8'b11101111;
                endcase
            end
            else
                anodes <= 8'b11111111;
        end  
    end  
    param_counter #(.UPPER_BOUND(8)) 
        counter(.clk(clk), .rst(1'b0), .cnt(current_number_digit));
endmodule
`timescale 1ns / 1ps
module shift_reg(
        input clk,
        input reset,
        input enter,
        input [3:0] switches,
        output reg [7:0] MASK,
        output reg [31:0] NUMB
    );
    initial begin
        NUMB <= 0;
        MASK <= 8'b11111111;
    end
    always@(posedge clk) begin
        if (enter) begin
            NUMB <= {NUMB[27:0], switches};
            MASK <= MASK << 1;
        end
        else if (reset) begin
            NUMB <= 0;
            MASK <= 8'b11111111;
        end
        else begin
            NUMB <= NUMB;
        end
    end
endmodule
`timescale 1ns / 1ps
module synchronizer(
    input d, input clk,
    output out
    );
    reg a, b;
    initial begin
        a = 0;
        b = 0;
    end
    always@ (posedge clk) begin
        a <= d;
        b <= a;
    end
    assign out = b;
endmodule
module top(
    input clk100mhz,
    input enter,
    input reset,
    input confirm,
    input [3:0] switches,
    output [7:0] anodes,
    output [7:0] cathodes
);
wire clk100khz;
wire enter_sync,
     reset_sync,
     confirm_sync;
wire enter_sync_enable, 
     reset_sync_enable,
     confirm_sync_enable;
wire [31:0] numb;
reg [31:0] REG_SHOW;
wire [7:0] MASK;
reg [7:0] REG_MASK;
reg REG_R_I;
reg REG_R_O;
reg REG_RESET_FSM;
wire R_O;
wire [15:0] RES;
reg REG_ERROR;
wire ERROR;
initial begin
    REG_ERROR     = 0;
    REG_MASK      = 0;
    REG_RESET_FSM = 0;
    REG_R_O       = 0;
    REG_R_I       = 0;
    REG_SHOW      = 0;
end
always@(posedge clk100mhz) begin
    if (reset_sync_enable) begin
        REG_SHOW      <= 0;
        REG_R_I       <= 0;
        REG_R_O       <= 0;
        REG_RESET_FSM <= 1;
    end
    else begin
        REG_RESET_FSM <= 0;
        if (confirm_sync_enable)
            REG_R_I <= 1;
        else
            REG_R_I <= 0;
        if (R_O) begin
            REG_SHOW <= 0;
            REG_R_O <= 1;
            REG_SHOW[15:0] <= RES;
        end
        else if (REG_R_O == 0)
            REG_SHOW <= numb;
        else
            REG_SHOW <= REG_SHOW;
    end
end
always@(posedge clk100mhz) begin
    if (REG_R_O)
        REG_MASK <= 8'b11110000;
    else 
        REG_MASK <= MASK;
end
always@(posedge clk100mhz) begin
    if (ERROR)
        REG_ERROR <= 1;
    else if (reset_sync_enable)
        REG_ERROR <= 0;
    else
        REG_ERROR <= REG_ERROR;
end
debouncer confirm_debouncer(
    .clock_enable      (1'b1               ),
    .in_signal         (confirm            ),
    .out_signal        (confirm_sync       ),
    .out_signal_enable (confirm_sync_enable),
    .clk               (clk100mhz          )
);
debouncer enter_debouncer(
    .clock_enable      (1'b1             ),
    .in_signal         (enter            ),
    .out_signal        (enter_sync       ),
    .out_signal_enable (enter_sync_enable),
    .clk               (clk100mhz        )
);
debouncer resest_debouncer(
    .clock_enable      (1'b1             ),
    .in_signal         (reset            ),
    .out_signal        (reset_sync       ),
    .out_signal_enable (reset_sync_enable),
    .clk               (clk100mhz        )
);
clk_divider #(
    .DIV(1000)  
)
clk_divider_100khz(
    .divided_clk (clk100khz),
    .clk         (clk100mhz),
    .rst         (1'b0     )
);
shift_reg shift_reg_inst(
    .switches (switches  ),
    .NUMB     (numb      ),
    .MASK     (MASK      ),
    .clk      (clk100mhz ),
    .reset    (reset_sync_enable),
    .enter    (enter_sync_enable)
);
segment_controller controller(
    .NUMB     (REG_SHOW ),
    .MASK     (MASK     ),
    .anodes   (anodes   ),
    .cathodes (cathodes ),
    .clk      (clk100khz),
    .ERROR    (REG_ERROR)
);
fsm fsm_inst(
    .dataIn    (numb[15:0]   ),
    .R_I       (REG_R_I      ),
    .REG_ERROR (ERROR        ),
    .dataOut   (RES          ),
    .R_O       (R_O          ),
    .reset     (REG_RESET_FSM),
    .clk       (clk100mhz    )
);
endmodule
```
**run.sh**
```bash
#!/bin/bash
# OpenROAD 26Q1-2900-gdf79404cd8, Yosys 0.63+post, stock flow scripts
make -C /OpenROAD-flow-scripts/flow DESIGN_CONFIG=/design/flow/config.mk WORK_HOME=/design/flow/orfs finish
```
**config.mk**
```make
export PLATFORM = sky130hd
export DESIGN_NAME = top
export DESIGN_NICKNAME = top
export VERILOG_FILES = /design/flow/design.v
export SDC_FILE = /design/flow/constraint.sdc
export NUM_CORES = 4
export LEC_CHECK = 1
export CORE_UTILIZATION = 30
```
**constraint.sdc**
```tcl
current_design top

set clk_period 5.0
set clk_io_pct 0.2

create_clock -name clk0 -period $clk_period [get_ports {clk100mhz}]

set non_clock_inputs [all_inputs -no_clocks]
set_input_delay [expr $clk_period * $clk_io_pct] -clock clk0 $non_clock_inputs
set_output_delay [expr $clk_period * $clk_io_pct] -clock clk0 [all_outputs]
```
==> deck_impl_summary.md <==
Flow Results at a Glance

Outcome
  • Status: completed

Setup path
  • R2R depth: 11
  • Critical path peak fanout: 12
  • Reg2reg end: fsm_inst.REG_RES[8]
  • Crit path launch: fsm_inst.REG_TMP[0]
  • Crit Path Class: flip-flop to flip-flop
  • Family with the most delay on the worst path: AND-OR/OR-AND gates
  • Crit path arrival time: about 4.3 ns
  • Crit-path cells: nand2b_1 > a221o_1 > a211oi_4 > inv_2 > ha_1 > xnor2_2 > and2_1 > nand2_1 > xnor2_1 > mux2i_1 > a2111oi_2
  • Crit. End Element: flip-flop
  • Crit path depth: 11
  • Number of buffer and inverter stages on the critical path: 1
  • Worst path max stage delay: ~0.57 ns
  • R2R Setup Slk: approximately 1.0 ns
  • CP required: between 5 and 6 ns
  • Slowest CP cell: a211oi_4
  • Critical path capture point: fsm_inst.REG_RES[8]
  • Worst reg2reg startpoint: fsm_inst.REG_TMP[0]
  • Startpoint Class: flip-flop

Floorplanning
  • Std cell rows: a little over 70
  • Die Area: just over 0.04 sq mm
  • Die Wd: 201 um
  • I/O pin total: 24
  • Height of the die: about 200 um
  • Pre-Place Util: 30.5%
  • Core box area: between 0.03 and 0.04 sq mm

Clock network
  • Clock tree buffer depth: 3
  • Resized cells post-CTS: 0
  • Post-CTS Hold Fix Bufs: 0
  • Clk latency late pin: 0.52 ns
  • CTS tree: yes
  • Clk root buf: clkbuf_16
  • CTS clock-pin slew for the worst setup and hold paths: 0.06 ns
  • Post-CTS Setup Bufs: 0
  • CTS H-tree lvls: 1
  • Num CTS Buffers: 25

Synth
  • Seq share, synth: around half
  • Synth warn: 10
  • Syn Inst Count: between 1000 and 1500
  • Avg Inst Size Synth: approximately 11 sq um
  • Synth area leaders: edfxtp_1 (36%), dfxtp_1 (15%), mux2i_1 (4.8%), and2_1 (4.4%), ha_1 (4.2%)
  • EDFF count, synth: about 140
  • Yosys Chip Area: 0.0118 sq mm
  • Largest area contributor in the netlist: edfxtp_1
  • Mapped Area: roughly 0.012 sq mm
  • Post-synth ARST share: 0%
  • Cell count in the Yosys report: 1115
  • Post-synth top cells: edfxtp_1 (141), nor2_1 (121), dfxtp_1 (90)
  • Most frequently used cell type in the post-synthesis netlist: edfxtp_1
  • Ys flops: roughly 230
  • Distinct lib cells: ~70
  • Dominant cell area share: 35.8%
  • Dominant Register Cell: edfxtp_1

Hold path
  • Start point of the worst hold path: enter_debouncer.synchronizer_inst.a
  • HP Class: flip-flop to flip-flop

Placement
  • GP Congestion: slightly below 1
  • Final HPWL DP: between 15 and 20 mm
  • Pre-CTS setup slack: around 1.1 ns
  • Count of buffers from port buffering: 22

Pwr
  • Leakage power: ~0.0052 uW
  • P per Cell Area: ~270 mW/mm^2
  • VDD IR max: around 250 uV
  • Tot Pwr: roughly 3600 uW

Timing
  • Cycle use final: 79.7%
  • Setup Skew: about 0.011 ns
  • Slew HR: about 39%
  • WHS: 0.327 ns
  • Pins over their slew limit: 0
  • Register pins left without a clock: 18
  • Final-report hold violation count: 0
  • Fin worst setup slack: 1.02 ns
  • Sum Neg Setup Slack: 0 ns
  • FMAX: 251 MHz
  • RSZ-0062 raised after global routing: false
  • Endpoints left unconstrained: roughly 48
  • Final setup fails: 0
  • Tmin final: between 3 and 4 ns
  • Worst slew pin tran: 0.900 ns

Detailed routing
  • Routed WL: 26.1 mm
  • Router iterations before antenna repair: 6
  • Via count: slightly above 8000
  • DRC: 0
  • Wirelength per Cell: roughly 16 um
  • # diodes: 0
  • DRT iter0 DRCs: 573
  • Routed Antenna Nets: 0
  • Via density: 4.92

Global routing
  • Largest net degree at the start of global routing: 43
  • GRT Total Usage: between 10% and 20%
  • Initial antenna violation count: 0
  • Vias in the first global route: about 7700
  • Total congestion overflow: 0
  • Global-route wire length before repair: 42.1 mm

Final layout
  • Layout cells sized above 1: 8.89%
  • Post-Route Utilization: about a third
  • Area grow syn2layout: 13.0%

Job
  • Max cap viols: 0
  • OpenROAD warnings: between 50 and 60
-- per-stage QoR --
| step | instance area, sq um | instances |
|---|---|---|
| after floorplan | 11800 | 1115 |
| after global placement | 12600 | 1608 |
| after detailed placement | 12600 | 1608 |
| after CTS | 13400 | 1654 |
| after global routing | 13400 | 1654 |
| final | 13400 | 1654 |
-- cells by family after synthesis --
family,synth area share [%]
flip-flops,51.0
AND/OR/NAND/NOR,17.6
other,0.0317
buffers and inverters,3.33
AND-OR/OR-AND,11.0
adder cells (fa/ha/maj),4.23
multiplexers,7.11
XOR/XNOR,5.68
-- layout make-up --
cell class                 instances  area, sq um
clock inverter                    11         91.3
fill                            3853        25400
tap                              518          648
sequential                       231         6040
multi-input combinational        786         5420
inverter                          36          135
timing repair buffer              37          333
clock buffer                      35          704
-- worst min-delay path by stage --
stage	endpoint	depth (start not counted)
5_1_grt	resest_debouncer.synchronizer_inst.b	0
4_1_cts	enter_debouncer.synchronizer_inst.b	0
6_report	enter_debouncer.synchronizer_inst.b	0
-- per-layer routing --
metal | global-route usage [%] | up-vias | share of wire (%)
li1 | - | 4020 | -
met1 | 21.3 | 3880 | 48
met2 | 19.4 | 208 | 43
met3 | 3.45 | 33 | 7.0
met4 | 2.97 | 0 | 2.5
met5 | 0 | - | 0
-- power by group --
part           switching (uW)  internal (uW)
sequential               5.09           1850
clock                     699           1040
combinational            8.30           11.3
-- placed cells by master, fill, tap and decap left out, types with 7 or more instances in the layout --
master and count:
a211oi_1 9, a21oi_1 46, a221oi_1 9, a22o_1 10
and2_1 83, and3_1 17, buf_4 15, clkbuf_1 7
clkbuf_16 26, clkdlybuf4s50_1 22, dfxtp_1 89, edfxtp_1 141
ha_1 40, inv_1 29, inv_2 7, mux2_2 10
mux2i_1 57, mux4_2 7, nand2_1 62, nand2b_1 8
nand3_1 29, nor2_1 120, nor2b_1 16, nor3_1 20
nor4_1 17, o211ai_1 9, o21ai_0 34, o21ai_1 8
or3_1 8, xnor2_1 51, xor2_1 22
Power and IR drop assume default switching activity.
